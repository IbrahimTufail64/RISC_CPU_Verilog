[flow/config.mk]
export PLATFORM = sky130hd
export DESIGN_NAME = adder
export DESIGN_NICKNAME = adder
export VERILOG_FILES = /design/flow/design.v
export SDC_FILE = /design/flow/constraint.sdc
export NUM_CORES = 4
export LEC_CHECK = 1
export CORE_AREA = 10 10 70 70
export DIE_AREA = 0 0 80 80
[flow/constraint.sdc]
current_design adder

set clk_period 5.8
set clk_io_pct 0.2

create_clock -name clk0 -period $clk_period

set non_clock_inputs [all_inputs -no_clocks]
set_input_delay [expr $clk_period * $clk_io_pct] -clock clk0 $non_clock_inputs
set_output_delay [expr $clk_period * $clk_io_pct] -clock clk0 [all_outputs]
[flow/design.v]
`timescale 1ns / 1ps
module adder(
input wire [7:0] a,
input wire [7:0] b,
output wire [7:0] c
    );
assign c = a + b;  
endmodule
[flow/run.sh]
#!/bin/bash
# OpenROAD 26Q1-2900-gdf79404cd8, Yosys 0.63+post, stock flow scripts
make -C /OpenROAD-flow-scripts/flow DESIGN_CONFIG=/design/flow/config.mk WORK_HOME=/design/flow/orfs finish
==> impl_metrics.env <==
# flow metrics
export IMPL_final_cell_area_um2=629
export IMPL_arrival_ns=3.21
export IMPL_diodes=0
export IMPL_grt_pass1_wl_mm=1.81
export IMPL_hold_violations=0
export IMPL_ant_nets=0
export IMPL_finalSetupTns_ns=0
export IMPL_place_congestion=0.705
export IMPL_vias=402
export IMPL_min_period_ns=4.37
export IMPL_core_area_um2=3420
export IMPL_syn2layout_area_growth_pct=89.8
export IMPL_tightestPinTransition_ns=0.403
export IMPL_p_leak_nw=0.242
export IMPL_clockBufferCount=0
export IMPL_wl_per_cell_um=9.94
export IMPL_floorplan_die_height_um=80
export IMPL_ys_cells=42
export IMPL_syn_inst=42
export IMPL_place_area_um2=629
export IMPL_status="finished clean"
export IMPL_p_per_area_nw_per_um2=98.2
export IMPL_numPortBuffers=24
export IMPL_seq_area_um2=0
export IMPL_holdBufCountCts=0
export IMPL_rsz0062_at_grt="false"
export IMPL_netlist_area_um2=332
export IMPL_start_kind="primary input"
export IMPL_required_ns=4.64
export IMPL_ys_types=23
export IMPL_postSynthSeqShare=0
export IMPL_postCtsResizedCells=0
export IMPL_slew_violations=0
export IMPL_warning_count=32
export IMPL_fp_row_count=21
export IMPL_ios=24
export IMPL_drc=0
export IMPL_cp_top_family="buffers and inverters"
export IMPL_antenna_found_initial=0
export IMPL_grt_usage=0.0338
export IMPL_fmax_mhz=229
export IMPL_fp_util=0.0971
export IMPL_cp_max_fo=3
export IMPL_wl_mm=1.11
export IMPL_yosys_warnings=0
export IMPL_crit_slowest_cell="clkdlybuf4s50_1"
export IMPL_drtPass1Iterations=5
export IMPL_hold_class="primary input to primary output"
export IMPL_die_area_um2=6400
export IMPL_final_common_cell="clkdlybuf4s50_1"
export IMPL_grt_overflow=0
export IMPL_cap_violations=0
export IMPL_crit_type="primary input to primary output"
export IMPL_crit_top_cell="clkdlybuf4s50_1"
export IMPL_drt_iter0_markers=7
export IMPL_path_buffers=3
export IMPL_yosysTopAreaCell="ha_1"
export IMPL_hpwl_mm=1.03
export IMPL_cp_end_kind="primary output"
export IMPL_critPathMaxStageDelay_ns=0.52
export IMPL_final_cell_mix="clkdlybuf4s50_1, ha_1, inv_1, a21oi_1, o211ai_1"
export IMPL_setup_viol=0
export IMPL_maxSlewHeadroom=0.730
export IMPL_synth_avg_cell_area_um2=7.89
export IMPL_vdd_drop_max_mv=0.0292
export IMPL_finalCritPeriodShare=0.753
export IMPL_cts_setup_buffers=0
export IMPL_vias_per_cell=3.59
export IMPL_path_cells="clkdlybuf4s50_1 > ha_1 > inv_1 > fa_1 > nor2b_4 > o31a_1 > o311ai_1 > clkdlybuf4s50_1"
export IMPL_yosysTopAreaCellShare=0.264
export IMPL_flop_count=0
export IMPL_grt_pass1_vias=416
export IMPL_dieWidth_um=80
export IMPL_drive_gt1_frac=0.0152
export IMPL_p_total_mw=0.0618
export IMPL_grt_max_degree=7
export IMPL_ys_chip_area_um2=332
export IMPL_yosys_top_cells_area="ha_1, a21oi_1, o211ai_1"
## worst paths after layout
path	from	end	slack [ns]	cells after the start
hold / removal	b[0]	c[0]	3.35	3
setup / recovery	a[0]	c[6]	1.43	8
## report_power, final
part	switching [mW]	internal, mW	total [mW]
logic	0.0216	0.0402	0.0618
clock network	0	0	0
registers	0	0	0
## cell usage after synthesis
| cell | n |
|---|---|
| fa_1 | 1 |
| nor3b_1 | 1 |
| xnor2_1 | 2 |
| a221oi_1 | 1 |
| nor2b_1 | 1 |
| a21oi_1 | 5 |
| o311ai_0 | 1 |
| nor2b_4 | 1 |
| ha_1 | 7 |
| nand2b_1 | 1 |
| o21ai_0 | 2 |
| o31a_1 | 1 |
| xor2_1 | 2 |
| inv_1 | 5 |
| o211ai_1 | 3 |
| nand2_1 | 1 |
| nor3_1 | 1 |
| o21a_1 | 1 |
| a21o_1 | 1 |
| o2bb2ai_1 | 1 |
| o311ai_1 | 1 |
| nor2_1 | 1 |
| a211oi_1 | 1 |
## final cells by class
type	instances	area, um2
repair buffers	24	240
well taps	46	57.6
multi-input cells	37	313
fillers	402	2790
inverters	5	18.8
## per-layer routing
layer / vias to the layer above / track usage / part of all wire
met5: - / 0 / 0
met4: 0 / 0 / 0
met3: 0 / 0.0216 / 0.19
met2: 18 / 0.0514 / 0.38
met1: 173 / 0.0417 / 0.43
li1: 211 / - / -
## worst min-delay path, stage by stage
cell,delay (ns)
clkdlybuf4s50_1,0.45
ha_1,0.12
clkdlybuf4s50_1,0.46
## logic make-up (layout without fill, tap and decap cells)
logic type / after synthesis / count (layout) / synth area share
adder cells (fa/ha/maj): 8 / 8 / 0.325
buffers and inverters: 5 / 29 / 0.0566
AND/OR/NAND/NOR: 7 / 7 / 0.140
XOR/XNOR: 4 / 4 / 0.106
AND-OR/OR-AND: 18 / 18 / 0.374
## per-stage QoR
stage	cells	utilization	hold slack [ns]	setup WS (ns)
detailed placement	112	0.184	3.36	1.41
global placement	112	0.184	3.37	1.43
floorplan	42	-	2.39	2.50
CTS	112	0.184	3.36	1.41
finish	112	0.184	3.35	1.43
global route	112	0.184	3.40	1.29
