--- design/flow/run.sh ---
#!/bin/bash
# OpenROAD 26Q1-2900-gdf79404cd8, Yosys 0.63+post, stock flow scripts
make -C /OpenROAD-flow-scripts/flow DESIGN_CONFIG=/design/flow/config.mk WORK_HOME=/design/flow/orfs finish
--- design/flow/config.mk ---
export PLATFORM = sky130hd
export DESIGN_NAME = control_unit
export DESIGN_NICKNAME = control_unit
export VERILOG_FILES = /design/flow/design.v
export SDC_FILE = /design/flow/constraint.sdc
export NUM_CORES = 4
export LEC_CHECK = 1
export CORE_AREA = 10 10 70 70
export DIE_AREA = 0 0 80 80
--- design/flow/constraint.sdc ---
current_design control_unit

set clk_period 1.8
set clk_io_pct 0.2

create_clock -name clk0 -period $clk_period

set non_clock_inputs [all_inputs -no_clocks]
set_input_delay [expr $clk_period * $clk_io_pct] -clock clk0 $non_clock_inputs
set_output_delay [expr $clk_period * $clk_io_pct] -clock clk0 [all_outputs]
--- design/flow/design.v ---
`timescale 1ns / 1ps
module control_unit(
    input wire [3:0] opcode,      
    output reg reg_write,         
    output reg branch,
    output reg ALU_src,
    output reg load,
    output reg mem_write,
    output reg jump 
);
initial begin
reg_write = 1'b0;
branch = 1'b0;
ALU_src = 1'b0;
load = 1'b0;
mem_write = 1'b0;
jump = 1'b0;
end
always @(*) begin
reg_write = 1'b0;
branch = 1'b0;
ALU_src = 1'b0;
load = 1'b0;
mem_write = 1'b0;
jump = 1'b0;
if (opcode < 7) begin 
    reg_write = 1'b1;
    ALU_src = 1'b1;
end
else begin
    case (opcode)
        4'b0111: begin  
            ALU_src = 1'b1;
            branch = 1'b1;
        end
        4'b1000: begin  
            ALU_src = 1'b1;
            branch = 1'b1;
        end
        4'b1001: begin  
            ALU_src = 1'b1;
            load = 1'b1;
            reg_write = 1'b1;
        end
        4'b1010: begin  
            ALU_src = 1'b1;
            load = 1'b1;
            mem_write = 1'b1;
        end
        4'b1011: begin  
            jump = 1'b1;
        end
    endcase
end
end
endmodule
==> results.yml <==
# generated from flow reports
final_timing:
  worst-slew-pin-transition_ns: 0.177
  finalCriticalPeriod_ns: 1.76
  setup_repair_after_global_routing_missed_its_margin: "false"
  fin_tns_setup_ns: 0
  max_clock_freq_mhz: 569
  max_slew_margin_pct: 88.1
  setup_viol_count_final: 0
  hold_viol: 0
  postLayoutSetupSlackWorst_ns: 0.0432
  min_period_over_period_pct: 97.6
  slew_viol_final: 0
global_routing:
  first_pass_grt_wire_length_um: 503
  pin_count_of_the_biggest_net_entering_global_routing: 9
  via_count_of_the_first_global_routing_pass: 103
  antenna_violations_before_repair: 0
  grt_remaining_overflow: 0
  grt_util_all_layers_pct: 0.900
floorplanning:
  std_cell_rows: 21
  die-area_um2: 6400
  die_boundary_width_um: 80
  placeableCoreArea_um2: 3420
  floorplan.core_util_pct: 2.60
  die_y_um: 80
  design.portCount: 10
worst_setup_path:
  worstPathMaxFanout: 5
  crit_type: "primary input to primary output"
  worstSetupEndpointType: "primary output"
  critPathLaunchType: "primary input"
  cp.arrival_ns: 1.40
  worstSetupStartpoint: "opcode[3]"
  crit_required_ns: 1.44
final_layout:
  clock_buffers: 0
  drive_gt1_share_pct: 33.3
  final_core_util_pct: 7.29
  area.growth.synth_to_final_pct: 180
  ff_latch_area_um2: 0
  num-fill-cells: 410
  number_of_standard_cells_in_the_final_layout_excluding_fillers: 70
  logic_area_um2: 98.8
  layout.sequential_cells: 0
hold_path:
  hold_path.class: "primary input to primary output"
  hp-start: "opcode[1]"
logic_synthesis:
  ys_seq_share_pct: 0
  ys_top_cells_by_count: "a21o_1, nand2_1, nand2b_1"
  mappedNetlistArea_um2: 88.8
  post-synth-top-area-fraction_pct: 16.9
  synth.yosys.chip_area_um2: 88.8
  synth-cells-yosys: 13
  synth_warnings: 1
  synth_top_cell_by_area: "a21o_1"
  ys_types: 10
  leading_cell_types_by_total_area_after_synthesis: "a21o_1, nand2b_4, nand2b_1"
  synth_cells: 13
  post_synth.cell_area_avg_um2: 6.83
clock_network:
  post-cts-setup-buffers: 0
  cts_hold_buffers: 0
power_and_ir_drop:
  leakagePower_nw: 0.0887
  ir_worst_vdd_mv: 0.0185
  power_per_cell_area_nw_per_um2: 154
placement:
  finalWeightedCongestion: 0.715
  detailedPlace.worstSlack_ns: -0.345
  place_inst: 70
  port_buffer_count: 10
job:
  drv_cap: 0
  tool_warnings: 32
drt:
  drt-pass1-iter-count: 2
  drc: 0
  detailed_route_via_count: 134
  insertedDiodeCount: 0
  viasPerCell: 1.91
  routed_wl_um: 379
  post_drt_wl_per_cell_um: 5.41
  antenna_left: 0
  drt_iter0_drcs: 3
status:
  run_status: "finished, final reports clean"
-- layout by cell type, fill, tap and decap left out --
master,count
a21o_1,2
a21oi_1,1
a22oi_2,1
buf_2,2
buf_4,1
clkbuf_2,1
clkdlybuf4s15_2,1
clkdlybuf4s50_1,5
dlygate4sd2_1,1
nand2_1,2
nand2b_1,2
nand2b_4,1
nand4b_1,1
nor2_1,1
nor3b_2,1
o31ai_1,1
-- what timing repair did --
item                       4_1_cts  5_1_grt
setup endpoints to repair        6        3
pin swaps                        0        1
resized                         14        3
-- logic make-up after synthesis --
group,Yosys count,synth area share [%]
AND/OR/NAND/NOR,8,60.6
AND-OR/OR-AND,5,39.4
-- worst max-delay path: stages --
cell,delay [ns]
clkdlybuf4s15_2,0.23
a21o_1,0.18
a22oi_2,0.15
clkdlybuf4s50_1,0.48
-- power breakdown --
part           switching [W]  internal, W
sequential                 0            0
clock                      0            0
combinational      0.0000147    0.0000236
-- metal layers --
metal  vias to the layer above  track usage (%)  part of all wire [%]
met2                         9             1.36                    28
li1                         72                -                     -
met4                         0                0                     0
met1                        53             1.25                    52
met5                         -                0                     0
met3                         0            0.341                    19
-- stage by stage --
stage,hold WS (ns),total power [W],cell area (µm²)
global route,1.23,0.0000419,249
finish,1.19,0.0000383,249
floorplan,0.735,0.0000106,88.8
detailed placement,1.76,0.0000409,254
CTS,1.20,0.0000378,248
global placement,1.77,0.0000410,254
-- cell type report --
cell class                 instances  share of cell area (%)
multi-input combinational         13                    39.7
timing repair buffer              11                    37.2
tap                               46                    23.1
-- path summary, 6_finish.rpt --
kind                   endpoint  slack (ns)  cells after the start
worst max-delay path  reg_write        0.04                      4
worst min-delay path     branch        1.19                      3
Power and IR drop assume default switching activity.
