**config.mk**
```make
export PLATFORM = sky130hd
export DESIGN_NAME = RISC_16_top
export DESIGN_NICKNAME = RISC_16_top
export VERILOG_FILES = /design/flow/design.v
export SDC_FILE = /design/flow/constraint.sdc
export NUM_CORES = 4
export LEC_CHECK = 1
export CORE_UTILIZATION = 40
```
**constraint.sdc**
```tcl
current_design RISC_16_top

set clk_period 3.6
set clk_io_pct 0.2

create_clock -name clk0 -period $clk_period [get_ports {clk}]

set non_clock_inputs [all_inputs -no_clocks]
set_input_delay [expr $clk_period * $clk_io_pct] -clock clk0 $non_clock_inputs
set_output_delay [expr $clk_period * $clk_io_pct] -clock clk0 [all_outputs]
```
**design.v**
```verilog
`timescale 1ns / 1ps
module ALU(
    input wire [7:0] data_in1,
    input wire [7:0] data_in2,
    input wire [3:0] opcode,
    input wire ALU_src,
    input wire clk,
    output reg [7:0] result,
    output reg compare
);
always @(*) begin
    compare <= 1'b0;
    if (ALU_src) begin
        case (opcode)
            4'b0000: result <= data_in1 + data_in2;    
            4'b0001: result <= data_in1 - data_in2;    
            4'b0010: result <= data_in1 & data_in2;    
            4'b0011: result <= data_in1 | data_in2;    
            4'b0100: result <= data_in1 ^ data_in2;    
            4'b0101: result <= data_in1 >> data_in2;    
            4'b0110: result <= data_in1 << data_in2;    
            4'b0111: compare <= (data_in1 == data_in2) ? 1'b1 : 1'b0;  
            4'b1000: compare <= (data_in1 != data_in2) ? 1'b1 : 1'b0;  
            4'b1001: result <= data_in1 + data_in2;    
            4'b1010: result <= data_in1 + data_in2;    
            default: result <= 8'b00000000;  
        endcase
    end
end
endmodule
`timescale 1ns / 1ps
module AND(
input a,
input b,
output c
    );
assign c = a & b;    
endmodule
`timescale 1ns / 1ps
module MUX(
    input wire signal,   
    input wire [7:0] mux_in1,
    input wire [7:0] mux_in2,
    output reg [7:0] mux_out  
);
initial begin
    mux_out = 8'b0;
end
always @(*) begin
   case(signal)
       1'b0: mux_out = mux_in1;
       1'b1: mux_out = mux_in2;
   endcase
end
endmodule
`timescale 1ns / 1ps
module RISC_16_top(
    input clk,
    input rst,
    output [7:0] r4_out,   
    output [7:0] r8_out,    
    output [5:0] instruction_addr
);
    wire [16:0] instruction;
    wire [4:0] opcode;    
    wire [3:0] read_reg1;  
    wire [3:0] read_reg2;  
    wire [3:0] write_reg;  
    wire [7:0] write_data;
    wire [7:0] read_data1;
    wire [7:0] read_data2;
    wire [7:0] immediate;
    wire compare;
    wire [7:0] read_data;
    wire mem_write;
    wire load_signal;
    wire reg_write;         
    wire ALU_src;
    wire branch;
    wire jump;
    wire immediate_signal;
    wire branch_increment_signal;
    wire [7:0] pc_increment;
    wire [7:0] alu_result;
    wire [7:0] read_data1_mux;
    wire PC_enable;
    wire reg_enable;
    wire IR_enable;
    wire mem_enable;
    program_counter uut (
        .clk(clk),
        .rst(rst),
        .instruction_addr(instruction_addr),
        .pc_increment(pc_increment),
        .jump(jump),
        .jump_label(immediate),
        .PC_enable(PC_enable)
    );
    instruction_memory im(
      .addr(instruction_addr),
      .instruction(instruction),
      .IR_enable(IR_enable)
    );
    instruction_decoder id(
    .opcode(opcode),
    .read_reg1(read_reg1),
    .read_reg2(read_reg2),
    .write_reg(write_reg),
    .instruction(instruction),
    .immediate(immediate)
    );
    control_unit_multicycle cu(
    .reset(rst),
    .clk(clk),
    .opcode(opcode),
    .branch(branch),
    .ALU_src(ALU_src),
    .reg_write(reg_write),
    .load(load_signal),
    .mem_write(mem_write),
    .jump(jump),
    .immediate_signal(immediate_signal),
    .PC_enable(PC_enable),
    .reg_enable(reg_enable),
    .mem_enable(mem_enable),
    .IR_enable(IR_enable)
    );
    Register_file rf(
    .read_reg1(read_reg1),
    .read_reg2(read_reg2),
    .write_reg(write_reg),
    .write_data(write_data),
    .read_data1(read_data1),
    .read_data2(read_data2),
    .reg_write(reg_write),
    .reg_enable(reg_enable),
    .r4_out(r4_out),
    .r8_out(r8_out)
    );
    ALU alu(
    .data_in1(read_data1_mux),
    .data_in2(read_data2),
    .opcode(opcode),
    .clk(clk),
    .result(alu_result),
    .ALU_src(ALU_src),
    .compare(compare)
    );
    data_memory mm(
    .read_addr(alu_result),
    .write_addr(alu_result),
    .write_data(read_data1),
    .mem_write(mem_write),
    .read_data(read_data),
    .mem_enable(mem_enable)
    );
    MUX memory_ALU_mux(
    .signal(load_signal),
    .mux_in2(read_data),
    .mux_in1(alu_result),
    .mux_out(write_data)
    );
    AND branch_ALU(
    .a(branch),
    .b(compare),
    .c(branch_increment_signal)
    );
     MUX alu_input_selector(
    .signal(load_signal),
    .mux_in2(immediate),
    .mux_in1(read_data1),
    .mux_out(read_data1_mux)
    );
    MUX branch_mux(
    .signal(branch_increment_signal),
    .mux_in2(immediate),
    .mux_in1(8'b1),
    .mux_out(pc_increment)
    );
endmodule
`timescale 1ns / 1ps
module Register_file(
input clk,
input [3:0] read_reg1,
input [3:0] read_reg2,
input [3:0] write_reg,
input [7:0] write_data,
input reg_write,
input reg_enable,
output reg [7:0] read_data1,
output reg [7:0] read_data2,
    output [7:0] r4_out,
    output [7:0] r8_out
);
reg [7:0] register_memory [15:0];
reg [7:0] register_1;
reg [7:0] register_2;
integer i;
initial begin
    for (i = 0; i < 16; i = i + 1)
        register_memory[i] = 16'b0000_0000_0000_0101;  
    register_memory[1] = 16'b0000_0000_0000_0001;  
    register_memory[2] = 16'b0000_0000_0000_0001;  
    register_memory[3] = 16'b0000_0000_0000_0101;  
    register_memory[4] = 16'b0000_0000_0000_0101;  
    register_memory[5] = 16'b0000_0000_0000_0101;  
    register_memory[6] = 16'b0000_0000_0000_0000;  
    register_memory[7] = 16'b0000_0000_0000_0001;  
    register_memory[8] = 16'b0000_0000_0000_0000;  
    register_memory[9] = 16'b0000_0000_0000_0000;  
    register_memory[10] = 16'b0000_0000_0000_0000;  
    register_memory[11] = 16'b0000_0000_0000_0100;  
end
always @(*) begin
    if (reg_enable) begin
        read_data1 = register_memory[read_reg1];
        read_data2 = register_memory[read_reg2];
        register_1 = register_memory[read_reg1];
        register_2 = register_memory[read_reg2];
        if (reg_write) begin
            register_memory[write_reg] = write_data;
        end
    end else begin
        read_data1 = register_1;
        read_data2 = register_2;
    end
end
assign r4_out = register_memory[4];
assign r8_out = register_memory[8];
endmodule
module control_unit_multicycle(
    input wire clk,               
    input wire reset,             
    input wire [4:0] opcode,      
    output reg reg_write,         
    output reg branch,
    output reg ALU_src,
    output reg load,
    output reg immediate_signal,
    output reg mem_write,
    output reg jump,
    output reg PC_enable,         
    output reg IR_enable,         
    output reg mem_enable,        
    output reg reg_enable         
);
localparam FETCH = 2'b00;
localparam DECODE = 2'b01;
localparam EXECUTE = 2'b10;
localparam MEMORY = 2'b11;
localparam WRITEBACK = 3'b100;   
reg [2:0] state, next_state;
always @(posedge clk or posedge reset) begin
    if (reset)
        state <= FETCH;
    else
        state <= next_state;
end
always @(*) begin
    case (state)
        FETCH: next_state = DECODE;
        DECODE: next_state = EXECUTE;
        EXECUTE: begin
            if (opcode == 5'b01001 || opcode == 5'b01010)   
                next_state = MEMORY;
            else if (opcode < 7 || opcode == 5'b01001)     
                next_state = WRITEBACK;
            else                                         
                next_state = FETCH;
        end
        MEMORY: begin
            if (opcode == 5'b01001)                       
                next_state = WRITEBACK;
            else                                         
                next_state = FETCH;
        end
        WRITEBACK: next_state = FETCH;
        default: next_state = FETCH;
    endcase
end
always @(*) begin
    reg_write = 1'b0;
    branch = 1'b0;
    ALU_src = 1'b0;
    load = 1'b0;
    immediate_signal = 1'b0;
    mem_write = 1'b0;
    jump = 1'b0;
    PC_enable = 1'b0;
    IR_enable = 1'b0;
    mem_enable = 1'b0;
    reg_enable = 1'b0;
    case (state)
        FETCH: begin
            IR_enable = 1'b1;     
        end
        DECODE: begin
            reg_enable = 1'b1;    
        end
        EXECUTE: begin
            if (opcode < 7) begin
                ALU_src = 1'b1;   
            end
            else if (opcode[4] == 1'b1) begin
                ALU_src = 1'b0;   
                immediate_signal = 1'b1; 
            end
            else begin
                case (opcode)
                    5'b00111, 5'b01000: begin   
                        ALU_src = 1'b1;
                        branch = 1'b1;
                        PC_enable = 1'b1;     
                    end
                    5'b01001, 5'b01010: begin   
                        ALU_src = 1'b1;
                    end
                    5'b01011: begin           
                        jump = 1'b1;
                        PC_enable = 1'b1;     
                    end
                endcase
            end
        end
        MEMORY: begin
            mem_enable = 1'b1;    
            if (opcode == 5'b01001) begin   
                load = 1'b1;
                immediate_signal = 1'b1;  
            end
            else if (opcode == 5'b01010) begin   
                mem_write = 1'b1;
                PC_enable = 1'b1;   
            end
        end
        WRITEBACK: begin
            reg_enable = 1'b1;     
            reg_write = 1'b1;      
            PC_enable = 1'b1;      
        end
    endcase
end
endmodule
`timescale 1ns / 1ps
module data_memory(
input clk,
input [7:0] read_addr,
input [7:0] write_addr,
input [7:0] write_data,
input mem_write,
input mem_enable,
output reg [7:0] read_data
);
reg [7:0] memory [255:0];
integer i;
reg [7:0] register ;
initial begin
    for (i = 0; i < 256; i = i + 1)
        memory[i] = 8'b0000_1001;  
end
always @(*) begin
    if (mem_enable)
        if (mem_write) 
            memory[write_addr] <= write_data;
        read_data = memory[read_addr];
        register = memory[read_addr];
end
endmodule
module instruction_decoder(
    input wire [16:0] instruction,   
    output reg [4:0] opcode,         
    output reg [3:0] read_reg1,      
    output reg [3:0] read_reg2,      
    output reg [3:0] write_reg,      
    output reg [7:0] immediate       
);
reg [7:0] extended_value;
always @(*) begin
    opcode    = instruction[16:12];  
    read_reg1 = instruction[11:8];   
    read_reg2 = instruction[7:4];    
    if (opcode < 4'b0111) begin  
        write_reg  = instruction[3:0];    
        immediate  = 4'b0000;             
    end
    else if (instruction[16] == 1'b1) begin  
        write_reg  = instruction[3:0];    
        immediate  = instruction[11:8];           
    end
    else begin
        extended_value = {4'b0000, instruction[3:0]};  
        write_reg  = instruction[11:8];             
        immediate  = extended_value;    
    end
end
endmodule
`timescale 1ns / 1ps
module instruction_memory(
input wire [5:0] addr,
output wire [16:0] instruction,
input IR_enable
);
reg [16:0] register_memory [63:0];
assign instruction = register_memory[addr];
integer i;
initial begin
    for (i = 0; i < 64; i = i + 1)
        register_memory[i] = 16'b0000_0000_0000_0000;  
    register_memory[1] = 16'b0000_0110_0111_1000;
    register_memory[2] = 16'b0000_0111_1001_0110;
    register_memory[3] = 16'b0000_1000_1001_0111;
    register_memory[4] = 16'b0000_1010_0010_1010;
    register_memory[5] = 16'b0111_1010_1011_0010;
    register_memory[6] = 16'b1011_0000_0000_0001;
    register_memory[7] = 16'b0000_1000_0000_0000;
    register_memory[16] = 16'b1011_0000_0000_1100;
end
endmodule
`timescale 1ns / 1ps
module program_counter(
    input clk,
    input rst,               
    input [7:0] pc_increment,  
    input jump, 
    input PC_enable,
    input [7:0] jump_label,
    output reg [5:0] instruction_addr
);
    reg first_cycle;  
    always @(posedge clk or posedge rst) begin
        if (rst) begin
            instruction_addr <= 6'b000000;    
            first_cycle <= 1'b1;           
        end
        else if (first_cycle || PC_enable) begin
            first_cycle <= 1'b0;           
            if (jump)
                instruction_addr <= jump_label[5:0];   
            else if (pc_increment[5:0] == 6'b000000)
                instruction_addr <= instruction_addr + 6'b000001;   
            else
                instruction_addr <= instruction_addr + pc_increment[5:0];  
        end
    end
endmodule
```
**run.sh**
```bash
#!/bin/bash
# OpenROAD 26Q1-2900-gdf79404cd8, Yosys 0.63+post, stock flow scripts
make -C /OpenROAD-flow-scripts/flow DESIGN_CONFIG=/design/flow/config.mk WORK_HOME=/design/flow/orfs finish
```
==> metrics.txt <==
# HELP chip_impl_metric Yosys and OpenROAD flow results
# TYPE chip_impl_metric gauge
chip_impl_metric{name="crit_required",unit="ns"} 3.77
chip_impl_metric{name="timing.reg2reg.worst_path_depth",unit=""} 23
chip_impl_info{name="crit-reg2reg-capture",value="uut.instruction_addr[4]"} 1
chip_impl_metric{name="core_area",unit="sq um"} 13190
chip_impl_metric{name="fmax",unit="GHz"} 0.2086
chip_impl_metric{name="mux_area_share",unit=""} 0.1057
chip_impl_metric{name="syn_area",unit="sq um"} 5400
chip_impl_metric{name="async_reset_ff_frac",unit=""} 0.07914
chip_impl_metric{name="synth_adder_area_share",unit=""} 0.06302
chip_impl_metric{name="path_max_fanout",unit=""} 8
chip_impl_metric{name="instances_no_fill",unit=""} 936
chip_impl_metric{name="timing.max_slew.rel_slack",unit=""} 0.4808
chip_impl_info{name="rsz0062_at_grt",value="true"} 1
chip_impl_metric{name="fp_util",unit=""} 0.4094
chip_impl_metric{name="worst_slack",unit="ns"} -1.193
chip_impl_metric{name="setup_total_negative_slack",unit="ns"} -6.285
chip_impl_info{name="type_of_the_worst_setup_path",value="flip-flop to flip-flop"} 1
chip_impl_metric{name="grt.overflow.total",unit=""} 0
chip_impl_metric{name="n_fill_cell",unit=""} 1150
chip_impl_metric{name="synth_cell_types",unit=""} 71
chip_impl_info{name="cts_root_buf",value="clkbuf_16"} 1
chip_impl_metric{name="xor_and_xnor_fraction_of_the_mapped_netlist_area",unit=""} 0.01297
chip_impl_metric{name="tritoncts.num_buffers",unit=""} 3
chip_impl_metric{name="worst-slew-pin-transition",unit="ns"} 0.7751
chip_impl_metric{name="clock_tree.htree_level_count",unit=""} 1
chip_impl_metric{name="period_used_share",unit=""} 1.331
chip_impl_metric{name="syn_inst",unit=""} 608
chip_impl_metric{name="pin_count_of_the_biggest_net_entering_global_routing",unit=""} 18
chip_impl_metric{name="areaGrowthSynthToFinish",unit="%"} 35.82
chip_impl_metric{name="placedCellCount",unit=""} 919
chip_impl_info{name="crit-reg2reg-launch",value="uut.instruction_addr[1]"} 1
chip_impl_metric{name="layout-drive-gt1-share",unit=""} 0.3132
chip_impl_info{name="ys_top_logic_family",value="AND-OR/OR-AND gates"} 1
chip_impl_info{name="layout.cells.most_common_list",value="144 x buf_4, 128 x dlxtn_1, 44 x nand2_1"} 1
chip_impl_metric{name="log.warning_count",unit=""} 38
chip_impl_metric{name="cts_buffer_depth",unit=""} 2
chip_impl_metric{name="drt_iter0_markers",unit=""} 429
chip_impl_info{name="hold_path_class",value="flip-flop to flip-flop"} 1
chip_impl_info{name="synthFlopType",value="dlxtn_1"} 1
chip_impl_metric{name="clock-skew-final",unit="ns"} 0.001115
chip_impl_metric{name="io_buffer_count",unit=""} 23
chip_impl_metric{name="post_synthesis_cell_count_from_yosys",unit=""} 608
chip_impl_info{name="startpoint_type",value="flip-flop"} 1
chip_impl_metric{name="grt_pass1_wl",unit="um"} 30740
chip_impl_metric{name="synth.avg_cell_area",unit="sq um"} 8.882
chip_impl_metric{name="wl_per_cell",unit="um"} 21.30
chip_impl_metric{name="r2r_setup_slack",unit="ns"} -1.19
chip_impl_metric{name="floorplan.rows",unit=""} 42
chip_impl_metric{name="yosysChipArea",unit="sq um"} 5400
chip_impl_metric{name="hold_viol",unit=""} 0
chip_impl_metric{name="placement.setup.worst_slack",unit="ns"} -1.352
chip_impl_metric{name="synth-simple-area-share",unit=""} 0.1573
chip_impl_metric{name="grt_use_total",unit=""} 0.3005
chip_impl_metric{name="ant_nets",unit=""} 0
chip_impl_info{name="hold_start",value="cu.state[0]"} 1
chip_impl_metric{name="maxSlewViolCount",unit=""} 0
chip_impl_info{name="lay_top_count",value="buf_4"} 1
chip_impl_metric{name="postSynthRegisterBits",unit=""} 139
chip_impl_metric{name="dieArea",unit="sq um"} 13970
chip_impl_metric{name="timing.final.setup_violations",unit=""} 6
chip_impl_metric{name="num_antenna_cells",unit=""} 0
chip_impl_metric{name="first_pass_iteration_count_of_the_detailed_router",unit=""} 21
chip_impl_metric{name="die_height",unit="um"} 118.2
chip_impl_info{name="min_delay_worst_endpoint",value="cu.state[3]"} 1
chip_impl_metric{name="detailroute.via_count",unit=""} 5349
chip_impl_metric{name="insertion_delay",unit="ns"} 0.24
chip_impl_metric{name="combGateArea",unit="sq um"} 3261
chip_impl_metric{name="drcViolationCount",unit=""} 0
chip_impl_info{name="outcome",value="finished, violations left"} 1
chip_impl_metric{name="detailed_place_hpwl",unit="um"} 16050
chip_impl_metric{name="min_delay_path_depth",unit=""} 0
chip_impl_metric{name="ioPinCount",unit=""} 24
chip_impl_metric{name="yosys_warnings",unit=""} 3971
chip_impl_metric{name="unclocked_pins",unit=""} 128
chip_impl_metric{name="max_cap_viol_count",unit=""} 0
chip_impl_metric{name="period_needed",unit="ns"} 4.793
chip_impl_metric{name="ys_sh_aoi",unit=""} 0.2164
chip_impl_metric{name="first_global_vias",unit=""} 5110
chip_impl_metric{name="post_cts_hold_buffer_count",unit=""} 0
chip_impl_metric{name="register_area",unit="sq um"} 2203
chip_impl_info{name="end_kind",value="flip-flop"} 1
chip_impl_info{name="violated_checks",value="setup timing"} 1
chip_impl_metric{name="untimed_endpoints",unit=""} 144
chip_impl_metric{name="worst_hold_margin",unit="ns"} 0.3927
chip_impl_metric{name="edff_count_synth",unit=""} 0
chip_impl_metric{name="clk_pin_slew_worst_paths",unit="ns"} 0.04
chip_impl_metric{name="initial_antenna_violation_count",unit=""} 0
chip_impl_metric{name="fp.dieW",unit="um"} 118.2
chip_impl_metric{name="route.detailed.vias_per_inst",unit=""} 5.715
chip_impl_metric{name="crit_arrival",unit="ns"} 4.96
chip_impl_metric{name="routabilityCongestion",unit=""} 1.031
chip_impl_info{name="tritoncts",value="built"} 1
chip_impl_metric{name="totalWireLength",unit="um"} 19930
==> cell families after synthesis <==
family          count (synthesis)
buf+inv                        44
xor+xnor                        8
other cells                     1
compound gates                167
fa+ha+maj                      26
latches                       128
flops                          11
mux                            54
simple gates                  169
==> cell usage after synthesis, types with 3 or more instances <==
cell | count | area share
o22ai_1 | 11 | 0.013
nand4_1 | 4 | 0.0046
o31a_1 | 3 | 0.0049
nor3_1 | 10 | 0.0093
and3_1 | 3 | 0.0035
o21a_1 | 5 | 0.0070
o32a_1 | 8 | 0.015
xor2_1 | 5 | 0.0081
nor3b_1 | 3 | 0.0042
ha_1 | 24 | 0.056
nand3_1 | 15 | 0.014
a22o_1 | 3 | 0.0049
nand3b_1 | 4 | 0.0056
a32oi_1 | 9 | 0.015
clkbuf_1 | 16 | 0.011
o32ai_1 | 3 | 0.0049
o22a_1 | 4 | 0.0065
nand2b_1 | 7 | 0.0081
inv_1 | 11 | 0.0076
nor2b_1 | 11 | 0.013
nor2_1 | 42 | 0.029
or3_1 | 4 | 0.0046
or2_2 | 3 | 0.0035
nand2_1 | 44 | 0.031
nor4_1 | 4 | 0.0046
buf_2 | 10 | 0.0093
mux2_2 | 24 | 0.050
dlxtn_1 | 128 | 0.36
dfrtp_1 | 9 | 0.042
xnor2_1 | 3 | 0.0049
o21ai_0 | 24 | 0.022
a21oi_1 | 37 | 0.034
o221ai_1 | 4 | 0.0065
and2_1 | 4 | 0.0046
a22oi_1 | 17 | 0.024
o211ai_1 | 7 | 0.0097
o21ai_1 | 4 | 0.0037
a21o_1 | 8 | 0.011
mux2i_1 | 30 | 0.056
==> what timing repair did <==
item	in CTS	in global routing
gates resized	35	7
gates cloned	1	0
setup endpoints to repair	6	6
setup buffers	7	5
pin swaps	7	13
==> critical path: stages, from the launching register on <==
cell	delay, ns
dfrtp_2	0.46
buf_6	0.14
ha_4	0.13
or4b_4	0.50
nand2b_4	0.23
buf_6	0.15
mux2i_1	0.14
o21ai_1	0.07
o32a_1	0.39
mux2i_1	0.14
ha_1	0.26
nor4_1	0.24
nand2_1	0.15
nor4bb_4	0.18
o21ai_2	0.16
a311o_1	0.18
ha_4	0.15
inv_2	0.03
fa_2	0.36
inv_2	0.05
a21o_1	0.10
a21oi_1	0.06
or3_1	0.32
a21oi_2	0.11
==> cell type report <==
cell class / instances / area share
Clock buffer: 3 / 0.01024
Tap cell: 176 / 0.03002
Clock inverter: 1 / 0.0006824
Multi-Input combinational cell: 426 / 0.4446
Timing Repair Buffer: 179 / 0.2056
Sequential cell: 139 / 0.3004
Inverter: 12 / 0.008530
==> stage by stage <==
step | utilization | cell area (sq um)
3_5_place_dp | 0.5269 | 6950
4_1_cts | 0.5500 | 7254
2_1_floorplan | - | 5512
5_1_grt | 0.5561 | 7335
3_3_place_gp | 0.5269 | 6950
6_report | 0.5561 | 7335
==> flip-flops by register name, indices dropped and copies added, names as in the netlist <==
signal / count
alu.result: 8
cu.state: 4
rf.register_1: 8
rf.register_2: 8
rf.register_memory: 104
uut.first_cycle: 1
uut.instruction_addr: 6
==> per-layer routing <==
layer	GRT usage	wire, um	vias up
li1	-	-	2537
met1	0.4369	8600	2556
met2	0.4699	9086	216
met3	0.05069	1527	40
met4	0.09054	719	0
met5	0	0	-
==> worst max path at each step <==
stage | startpoint | to | slack, ns
5_1_grt | uut.instruction_addr[1] | uut.instruction_addr[4] | -1.42
6_report | uut.instruction_addr[1] | uut.instruction_addr[4] | -1.19
4_1_cts | uut.instruction_addr[1] | uut.instruction_addr[4] | -1.08
